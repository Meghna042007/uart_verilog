<file path="design/flow/config.mk">
export PLATFORM = sky130hd
export DESIGN_NAME = uart_top
export DESIGN_NICKNAME = uart_top
export VERILOG_FILES = /design/flow/design.v
export SDC_FILE = /design/flow/constraint.sdc
export NUM_CORES = 4
export LEC_CHECK = 1
export CORE_UTILIZATION = 50
</file>
<file path="design/flow/constraint.sdc">
current_design uart_top

set clk_period 3.5
set clk_io_pct 0.2

create_clock -name clk0 -period $clk_period [get_ports {clk}]

set non_clock_inputs [all_inputs -no_clocks]
set_input_delay [expr $clk_period * $clk_io_pct] -clock clk0 $non_clock_inputs
set_output_delay [expr $clk_period * $clk_io_pct] -clock clk0 [all_outputs]
</file>
<file path="design/flow/design.v">
`timescale 1ns / 1ps    
module uart_rx #(
parameter CPB=50000000/115200) 
(input clk,rst,rx,
output reg [7:0]rx_data,
output reg rx_done);
localparam IDLE=2'b00,
           START=2'b01,
           DATA=2'b10,
           STOP=2'b11;
reg [1:0] state;
reg [15:0]baud_count;reg [3:0]bit_count;reg baud_en;
always @ (posedge clk or posedge rst)
begin
if(rst)
   begin
   state<=IDLE;
   baud_en<=1'b1;
   baud_count<=16'b0;
   bit_count<=3'd0;
   rx_data<=8'd0;
   rx_done<=1'b0;
   end
else
   begin
   case(state)
        IDLE:begin
             if(rx==1'b0)
                state<=START;
             else
                state<=IDLE;
             end
       START:begin
             if(baud_count==((CPB)/2 -1))
                begin
                if(rx==1'b0)
                   begin
                   baud_count<=1'b0;
                   state<=DATA;
                   end
                 else
                    state<=IDLE;
                 end
               else
                  begin
                  baud_count<=baud_count+1'b1;
                  state<=START;
                  end
              end
         DATA:begin
              if(baud_count==(CPB-1))
                 begin
                 if(bit_count==4'd8)
                    begin
                    baud_count<=0;
                    bit_count<=0;
                    state<=STOP;
                    end 
                  else
                     begin
                     rx_data[bit_count]<=rx;
                     baud_count<=0;
                     bit_count<=bit_count+1'b1;
                     state<=DATA;
                     end  
                   end
                else
                   begin
                   baud_count<=baud_count+1'b1;
                   state<=DATA;
                   end
               end
          STOP:begin
               if(baud_count==(CPB-1))
                  begin
                  baud_count<=0;
                  if(rx==1'b1)
                     begin
                     rx_done<=1'b1;
                     state<=IDLE;
                     end
                   end
                else
                   begin
                   baud_count<=baud_count+1'b1;
                   state<=STOP;
                   end
                end
endcase
end
end                  
endmodule
 `timescale 1ns / 1ps 
module uart_top(
input clk,rst,tx_start,
input [7:0]tx_data,
output [7:0]rx_data,
output rx_done);
wire tx;
wire uart_line;
wire tx_busy;
uart_tx tx_inst(
.clk(clk),.rst(rst),.tx_start(tx_start),.tx_data(tx_data),.tx(tx),.tx_busy(tx_busy));
assign uart_line = tx_busy?tx:1'b1;
uart_rx rx_inst(
.clk(clk),.rst(rst),.rx(uart_line),.rx_data(rx_data),.rx_done(rx_done));
endmodule
`timescale 1ns / 1ps  
module uart_tx #(
parameter CPB =50000000/115200) 
(input clk,rst,tx_start,
input [7:0] tx_data,
output reg tx,tx_busy);
localparam IDLE=2'b00,
           START=2'b01,
           DATA=2'b10,
           STOP=2'b11;
reg [1:0] state;
reg [15:0]baud_count;reg [3:0]bit_count;reg [7:0]data_reg;reg baud_en;
always @ (posedge clk or posedge rst)
begin
if(rst)
   begin
   state<=IDLE;
   tx<=1'b1;
   tx_busy<=1'b0;
   baud_count<=16'd0;
   bit_count<=3'd0;
   baud_en<=1'b1;
   data_reg<=8'd0;
   end 
else
   begin
   case(state)
        IDLE:begin
             if(tx_start)
                begin
                data_reg<=tx_data;
                tx<=1'b0;
                tx_busy<=1'b0;
                state<=START;
                end
             else
               state<=IDLE;
             end
       START:begin
             tx_busy<=1'b0;
             if(baud_count==CPB-1)
               begin
               baud_count<=0;
               state<=DATA;
               end 
              else
                 begin
                 baud_count<=baud_count+1'b1;
                 state<=START;
                 end
             end
        DATA:begin
             tx_busy<=1'b1;
             if(baud_count==CPB-1)
                begin
                if(bit_count==4'd8)
                   begin
                   baud_count<=0;
                   bit_count<=0;
                   state<=STOP;
                   end
                else
                   begin
                   tx<=data_reg[bit_count];
                   baud_count<=0;
                   bit_count<=bit_count+1'b1;
                   state<=DATA;
                   end  
                 end
              else
                 begin
                 baud_count<=baud_count+1'b1;
                 state<=DATA;
                 end
              end
         STOP:begin
              tx<=1'b1;
              if(baud_count==CPB-1)
                 begin
                 tx_busy<=1'b0;
                 baud_count<=0;
                 state<=IDLE;
                 end
               else
                  begin
                  baud_count<=baud_count+1'b1;
                  state<=STOP;
                  end
              end
 endcase
end
end              
endmodule
</file>
<file path="design/flow/run.sh">
#!/bin/bash
# OpenROAD 26Q1-2900-gdf79404cd8, Yosys 0.63+post, stock flow scripts
make -C /OpenROAD-flow-scripts/flow DESIGN_CONFIG=/design/flow/config.mk WORK_HOME=/design/flow/orfs finish
</file>
==> deck_impl_summary.md <==
Implementation Results

Outcome
  • Outcome: completed

Synth
  • Seq share, synth: 0.4631
  • Cell area leaders: dfrtp_1 44%, xnor2_1 4.8%, ha_1 4.5%
  • Yosys aoi share: 0.1000
  • Synth area leader: dfrtp_1
  • Multiplexer share: 0.06276
  • Synth Area in Adders: 0.04483
  • EDFF count, synth: 0
  • Asr flop ratio synth: 1.000
  • Yosys cell count: 354
  • Mapped Cells: 354
  • Synthesized registers: 67
  • Synthesized area per cell: 10.25 sq um
  • Area figure in the yosys stat output: 3628 sq um
  • XOR/XNOR Area Share: 0.06276
  • Top_reg_cell synth: dfrtp_1
  • Yosys top cell area share: 0.4414
  • Yosys simple share: 0.2290
  • Synth warnings: 2
  • Netlist Area Pre-Place: 3628 sq um
  • Count of cell types in the netlist: 63
  • Main logic family: simple AND/OR/NAND/NOR gates

Detailed routing
  • Drt wl/cell: ~14 um
  • Via count: 2537
  • DRC viols: 0
  • Via/cell ratio: 5.330
  • # diodes: 0
  • TritonRoute pass-1 iters: 4
  • ANT nets after route: 0
  • Routed wire length: 6812 um
  • Detailed Route Iter0 Violations: 95

Final timing
  • RSZ-0062 raised after global routing: false
  • Worst-Margin Slew: ~0.82 ns
  • Min Clock Period, post-route: 2.665 ns
  • Setup slack after layout: 0.8347 ns
  • Final hold violation count: 0
  • WHS: 0.4999 ns
  • Setup violations, final: 0
  • Tcrit/Tclk final: 0.7615
  • Worst rel slew slack: 0.4519
  • Clock Skew: 0.004744 ns
  • Total negative slack: 0 ns
  • Fmax achieved: 375.2 MHz
  • Final Max Slew Viols: 0

Global route
  • Vias in the first global route: around 2500
  • Total grt overflow: 0
  • First-pass GRT wire length: 11940 um
  • Initial antenna violation count: 0
  • Tot GR Track Use: 0.2067
  • Largest net degree at the start of global routing: 28

Floorplanning
  • Init Core Util: 0.5254
  • Row count: 30
  • Core ar.: 6907 sq um
  • Die Area: 7601 sq um
  • IO Pins: 20
  • Die Ht: 87.19 um
  • Die W: between 80 and 90 um

Run
  • Max_cap viols: 0
  • OpenROAD warnings: 34

Setup path
  • CP endpoint kind: register
  • R2r endpoint: rx_inst.rx_data[0]
  • Worst R2R Path Depth: 7
  • Reg2reg setup slack: around 0.83 ns
  • CP Launch Point: rx_inst.bit_count[0]
  • CP startpoint kind: register
  • WP data required: 3.73 ns
  • Critical path peak fanout: 12
  • Critical R2R Launch: rx_inst.bit_count[0]
  • Worst Path Class, Setup: register to register
  • WP data arrival: 2.89 ns

Clocking
  • Setup Buffers After CTS: 0
  • Cts hold-fix bufs: 0
  • Clk latency late pin: ~0.34 ns
  • CTS buffer count: 9
  • Clk slew on worst S/H paths: ~0.07 ns
  • H-tree depth: 3
  • CTS sink cnt: 67
  • CTS Buffer Depth: 2
  • TritonCTS clock tree: yes
  • Root Driver: clkbuf_8
  • Cts repair resizes: 0

Cells and area
  • Final Non-Filler Cells: 476
  • Share of cells above drive strength 1: 0.1421
  • Biggest regs: rx_inst.baud_count: 16 flops, tx_inst.baud_count: 16 flops
  • Util after Layout: 0.5935
  • Area grow syn2layout: 12.97%
  • Combinational gate area: 1812 sq um
  • Register area: between 1500 and 2000 sq um
  • Layout fillers: 581

Min path
  • Cell depth of the worst hold path: 1
  • Worst hold-check path type: register to register
  • Min-delay src: tx_inst.baud_count[6]
  • Worst Hold Path EP: tx_inst.baud_count[6]

Placed design
  • Post-Place Worst Slack: between 0.8 and 0.9 ns
  • Input/output buffers: 19
  • Inst Count DP: around 460
  • Detail Placement HPWL: 4893 um
  • Final GP Congestion: 0.8574

Power and ir drop
  • Static Leak: between 1.5 and 2 nW
  • Pwr Density: 373.3 nW/um^2
  • Worst VDD drop: 0.0002366 V
[final cells by class]
cell class / instances / area share
inverters: 17 / 0.01557
flip-flops and latches: 67 / 0.4100
clock buffers: 10 / 0.03114
well taps: 96 / 0.02930
repair buffers: 21 / 0.05006
multi-input cells: 259 / 0.4420
clock inverters: 6 / 0.02198
[layout by cell type (no fill, tap or decap), drive strengths merged, types with 2 or more instances in the layout]
cell type,Yosys,final
nand4b,2,2
bufinv,0,2
nand2b,7,7
or3,3,3
nor3,7,7
o41ai,3,3
or3b,2,2
and3,5,5
and4,3,3
clkbuf,8,10
nor2,31,31
mux2,15,15
a21oi,2,2
a31oi,2,2
o211ai,3,3
nand3,23,23
and2,3,3
dfrtp,64,64
clkdlybuf4s50,0,19
nand4,9,9
nor2b,2,2
clkinv,0,3
xor2,6,6
dfstp,3,3
or4,2,2
o31ai,4,4
o21ai,25,25
o21bai,2,2
nor4b,2,2
inv,17,17
buf,3,2
ha,13,13
nor4,6,6
nand2,37,37
xnor2,20,20
mux4,2,2
[power breakdown]
part           switching (mW)  total [mW]  internal [mW]
Clock                   0.296       0.699          0.402
Sequential            0.00464       0.789          0.785
Combinational          0.0195      0.0422         0.0227
Total                   0.321        1.53           1.21
[per-stage QoR]
| step | area [sq um] | power, mW |
|---|---|---|
| finish | 4099 | 1.530 |
| global route | 4099 | 1.602 |
| CTS | 4099 | 1.557 |
| detailed placement | 3881 | 0.8485 |
| global placement | 3881 | 0.8480 |
| floorplan | 3628 | 0.8279 |
[per-layer routing]
layer,GRT usage,vias up,part of all wire
met2,0.2885,39,0.42
met1,0.3485,1195,0.54
met3,0.05288,7,0.034
li1,-,1296,-
met5,0,-,0
met4,0.02534,0,0.012
[worst max-delay path, stage by stage (launching register included)]
cell and delay [ns]:
dfrtp_1 0.62, inv_1 0.21, ha_1 0.31, and3b_1 0.27, nor4_1 0.35, a32oi_4 0.18
nor4_2 0.26, mux2_2 0.35
[cell families (layout without fill, tap and decap cells)]
family                   Yosys count  after routing
multiplexers                      18             18
AND/OR/NAND/NOR                  152            152
adder cells (fa/ha/maj)           13             13
XOR/XNOR                          26             26
flip-flops                        67             67
AND-OR/OR-AND                     50             50
buffers and inverters             28             54
[worst max path at each step]
stage                         to
global route  rx_inst.rx_data[0]
CTS           rx_inst.rx_data[0]
finish        rx_inst.rx_data[0]
[Yosys cell counts (all sizes together), types with 3 or more instances]
master  number
and2         3
and3         5
and4         3
buf          3
clkbuf       8
dfrtp       64
dfstp        3
ha          13
inv         17
mux2        15
nand2       37
nand2b       7
nand3       23
nand4        9
nor2        31
nor3         7
nor4         6
o211ai       3
o21ai       25
o31ai        4
o41ai        3
or3          3
xnor2       20
xor2         6
No activity file was given, so power comes from the tool's default toggle rates.
